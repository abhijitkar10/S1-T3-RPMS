--- design.v ---
module D_FlipFlop (
    input D,          
    input clk,        
    input rst,        
    output Q          
);
    wire not_clk, not_rst, D_clk;
    assign not_clk = ~clk;
    assign not_rst = ~rst;
    assign D_clk = (D & clk) | (not_clk & Q);
    assign Q = (not_rst) ? D_clk : 1'b0;  
endmodule
module ClockDivider(
    input clk,        
    input rst,        
    output reg clk_out   
);
    reg [25:0] counter;   
    always @(posedge clk or posedge rst) begin
        if (rst) begin
            counter <= 26'b0;
            clk_out <= 0;
        end else if (counter == 26'd50_000_000 - 1) begin
            counter <= 26'b0;
            clk_out <= ~clk_out;   
        end else begin
            counter <= counter + 1;
        end
    end
endmodule
module Stopwatch(
    input clk,         
    input rst,         
    output [5:0] sec,  
    output [5:0] min   
);
    wire clk_1hz;   
    wire [5:0] sec_next, min_next;  
    ClockDivider clk_divider (
        .clk(clk),
        .rst(rst),
        .clk_out(clk_1hz)
    );
    D_FlipFlop  ff_sec0 (.D(sec_next[0]), .clk(clk_1hz), .rst(rst), .Q(sec[0]));
    D_FlipFlop  ff_sec1 (.D(sec_next[1]), .clk(clk_1hz), .rst(rst), .Q(sec[1]));
    D_FlipFlop  ff_sec2 (.D(sec_next[2]), .clk(clk_1hz), .rst(rst), .Q(sec[2]));
    D_FlipFlop  ff_sec3 (.D(sec_next[3]), .clk(clk_1hz), .rst(rst), .Q(sec[3]));
    D_FlipFlop  ff_sec4 (.D(sec_next[4]), .clk(clk_1hz), .rst(rst), .Q(sec[4]));
    D_FlipFlop  ff_sec5 (.D(sec_next[5]), .clk(clk_1hz), .rst(rst), .Q(sec[5]));
    D_FlipFlop  ff_min0 (.D(min_next[0]), .clk(clk_1hz), .rst(rst), .Q(min[0]));
    D_FlipFlop  ff_min1 (.D(min_next[1]), .clk(clk_1hz), .rst(rst), .Q(min[1]));
    D_FlipFlop  ff_min2 (.D(min_next[2]), .clk(clk_1hz), .rst(rst), .Q(min[2]));
    D_FlipFlop ff_min3 (.D(min_next[3]), .clk(clk_1hz), .rst(rst), .Q(min[3]));
    D_FlipFlop  ff_min4 (.D(min_next[4]), .clk(clk_1hz), .rst(rst), .Q(min[4]));
    D_FlipFlop  ff_min5 (.D(min_next[5]), .clk(clk_1hz), .rst(rst), .Q(min[5]));
    assign sec_next = (sec == 59) ? 0 : sec + 1;   
    assign min_next = (sec == 59) ? ((min == 59) ? 0 : min + 1) : min;   
endmodule
module BitAdder (
    input [15:0] A,
    input [15:0] B,
    input cin,
    output [15:0] sum,
    output cout
);
    wire [15:0] carry;
    FullAdderDataflow fa0 (.a(A[0]), .b(B[0]), .cin(cin),     .sum(sum[0]), .cout(carry[0]));
    genvar i;
    generate
        for (i = 1; i < 16; i = i + 1) begin : adder_chain
            FullAdderDataflow fa (.a(A[i]), .b(B[i]), .cin(carry[i-1]), .sum(sum[i]), .cout(carry[i]));
        end
    endgenerate
    assign cout = carry[15];
endmodule
module LogicalAdderDataflow (
    input [31:0] a,
    input [31:0] b,
    output [31:0] sum
);
    wire [31:0] carry;
    assign {carry[30:0], sum[0]} = a[0] ^ b[0];   
    assign carry[0] = a[0] & b[0];                 
    genvar i;
    generate
        for (i = 1; i < 32; i = i + 1) begin: full_adder_chain
            assign sum[i] = a[i] ^ b[i] ^ carry[i-1];  
            assign carry[i] = (a[i] & b[i]) | (carry[i-1] & (a[i] ^ b[i]));  
        end
    endgenerate
endmodule
module FullAdderDataflow (
    input a,           
    input b,           
    input cin,         
    output sum,        
    output cout        
);
    assign sum = a ^ b ^ cin;           
    assign cout = (a & b) | (cin & (a ^ b));  
endmodule
module GateLevelMultiplierDataflow (
    input [31:0] A,     
    input [31:0] B,     
    output [31:0] Product  
);
    wire [31:0] partial_product[31:0];
    wire [31:0] sum[31:0];        
    wire [31:0] carry[31:0];      
    genvar i, j;
    generate
        for (i = 0; i < 32; i = i + 1) begin: partial_product_generation
            for (j = 0; j < 32; j = j + 1) begin: generate_partial_products
                assign partial_product[i][j] = A[j] & B[i];   
            end
        end
    endgenerate
    assign sum[0] = partial_product[0];
    assign carry[0] = 0;   
    generate
        for (i = 1; i < 32; i = i + 1) begin: summation_loop
            for (j = 0; j < 32; j = j + 1) begin: full_adder_summation
                if (j == 0) begin
                    FullAdderDataflow fa (
                        .a(partial_product[i][j]),
                        .b(sum[i-1][j]),
                        .cin(1'b0),
                        .sum(sum[i][j]),
                        .cout(carry[i][j])
                    );
                end else begin
                    FullAdderDataflow fa (
                        .a(partial_product[i][j]),
                        .b(sum[i-1][j]),
                        .cin(carry[i][j-1]),   
                        .sum(sum[i][j]),
                        .cout(carry[i][j])
                    );
                end
            end
        end
    endgenerate
    assign Product = sum[31];
endmodule
module mag_comp8bit (
    input a0, a1, a2, a3, a4, a5, a6, a7,  
    input b0, b1, b2, b3, b4, b5, b6, b7,  
    output p,                              
    output r,                              
    output q                               
);
    assign q = (a7 ~^ b7) & (a6 ~^ b6) & (a5 ~^ b5) & (a4 ~^ b4) &
               (a3 ~^ b3) & (a2 ~^ b2) & (a1 ~^ b1) & (a0 ~^ b0);
    assign p = (a7 < b7) || 
               ((a7 ~^ b7) && (a6 < b6)) ||
               ((a7 ~^ b7) && (a6 ~^ b6) && (a5 < b5)) ||
               ((a7 ~^ b7) && (a6 ~^ b6) && (a5 ~^ b5) && (a4 < b4)) ||
               ((a7 ~^ b7) && (a6 ~^ b6) && (a5 ~^ b5) && (a4 ~^ b4) && (a3 < b3)) ||
               ((a7 ~^ b7) && (a6 ~^ b6) && (a5 ~^ b5) && (a4 ~^ b4) && (a3 ~^ b3) && (a2 < b2)) ||
               ((a7 ~^ b7) && (a6 ~^ b6) && (a5 ~^ b5) && (a4 ~^ b4) && (a3 ~^ b3) && (a2 ~^ b2) && (a1 < b1)) ||
               ((a7 ~^ b7) && (a6 ~^ b6) && (a5 ~^ b5) && (a4 ~^ b4) && (a3 ~^ b3) && (a2 ~^ b2) && (a1 ~^ b1) && (a0 < b0));
    assign r = (a7 > b7) || 
               ((a7 ~^ b7) && (a6 > b6)) ||
               ((a7 ~^ b7) && (a6 ~^ b6) && (a5 > b5)) ||
               ((a7 ~^ b7) && (a6 ~^ b6) && (a5 ~^ b5) && (a4 > b4)) ||
               ((a7 ~^ b7) && (a6 ~^ b6) && (a5 ~^ b5) && (a4 ~^ b4) && (a3 > b3)) ||
               ((a7 ~^ b7) && (a6 ~^ b6) && (a5 ~^ b5) && (a4 ~^ b4) && (a3 ~^ b3) && (a2 > b2)) ||
               ((a7 ~^ b7) && (a6 ~^ b6) && (a5 ~^ b5) && (a4 ~^ b4) && (a3 ~^ b3) && (a2 ~^ b2) && (a1 > b1)) ||
               ((a7 ~^ b7) && (a6 ~^ b6) && (a5 ~^ b5) && (a4 ~^ b4) && (a3 ~^ b3) && (a2 ~^ b2) && (a1 ~^ b1) && (a0 > b0));
endmodule
module Register16 (
    input [15:0] D,    
    input clk,         
    input rst,         
    output [15:0] Q    
);
    D_FlipFlop dff0 (D[0], clk, rst, Q[0]);
    D_FlipFlop dff1 (D[1], clk, rst, Q[1]);
    D_FlipFlop dff2 (D[2], clk, rst, Q[2]);
    D_FlipFlop dff3 (D[3], clk, rst, Q[3]);
    D_FlipFlop dff4 (D[4], clk, rst, Q[4]);
    D_FlipFlop dff5 (D[5], clk, rst, Q[5]);
    D_FlipFlop dff6 (D[6], clk, rst, Q[6]);
    D_FlipFlop dff7 (D[7], clk, rst, Q[7]);
    D_FlipFlop dff8 (D[8], clk, rst, Q[8]);
    D_FlipFlop dff9 (D[9], clk, rst, Q[9]);
    D_FlipFlop dff10 (D[10], clk, rst, Q[10]);
    D_FlipFlop dff11 (D[11], clk, rst, Q[11]);
    D_FlipFlop dff12 (D[12], clk, rst, Q[12]);
    D_FlipFlop dff13 (D[13], clk, rst, Q[13]);
    D_FlipFlop dff14 (D[14], clk, rst, Q[14]);
    D_FlipFlop dff15 (D[15], clk, rst, Q[15]);
endmodule
module HeartRateComparatorDataflow (
    input [7:0] hr_input,
    output [1:0] hr_classification
);
    assign hr_classification = (hr_input <= 150) ? 2'b00 : 
                               (hr_input <= 180) ? 2'b01 : 2'b10;   
endmodule
module WorkoutIntensityComparatorDataflow (
    input [31:0] avg_heart_rate,
    output [1:0] workout_intensity
);
    assign workout_intensity = (avg_heart_rate < 120) ? 2'b00 :    
                               (avg_heart_rate <= 160) ? 2'b01 :   
                               2'b10;   
endmodule
module StepCalculatorDataflow (
    input wire clk,
    input wire rst,
    input wire [7:0] hr_input,
    input wire [2:0] steps_per_second,
    input wire [7:0] stride_length,
    input wire valid_input,
    output reg [15:0] total_steps,
    output reg [31:0] total_distance,
    output reg [31:0] distance_per_second,
    output reg [7:0] time_elapsed,
    output wire [1:0] heart_rate_classification,
    output reg [7:0] max_heart_rate,
    output reg [31:0] total_calories,
    output reg [31:0] average_heart_rate,
    output wire [1:0] workout_intensity,
    output reg [15:0] speed
);
    reg [31:0] heart_rate_sum;
    reg [7:0] heart_rate_count;
    reg [7:0] time_counter;
    wire [31:0] distance_this_second;
    wire [31:0] calories_this_second;
    assign distance_this_second = steps_per_second * stride_length;
    assign calories_this_second = (15 * time_elapsed * average_heart_rate) / 8000;   
    HeartRateComparatorDataflow hr_comparator (
        .hr_input(hr_input),
        .hr_classification(heart_rate_classification)
    );
    WorkoutIntensityComparatorDataflow workout_intensity_comparator (
        .avg_heart_rate(average_heart_rate),
        .workout_intensity(workout_intensity)
    );
    always @(posedge clk or posedge rst) begin
        if (rst) begin
            total_steps <= 0;
            total_distance <= 0;
            distance_per_second <= 0;
            time_counter <= 0;
            time_elapsed <= 0;
            max_heart_rate <= 0;
            total_calories <= 0;
            average_heart_rate <= 0;
            heart_rate_sum <= 0;
            heart_rate_count <= 0;
            speed <= 0;
        end else if (valid_input) begin
            total_steps <= total_steps + steps_per_second;   
            total_distance <= total_distance + distance_this_second;   
            total_calories <= calories_this_second;   
            if (hr_input > max_heart_rate)
                max_heart_rate <= hr_input;
            heart_rate_sum <= heart_rate_sum + hr_input;
            heart_rate_count <= heart_rate_count + 1;
            average_heart_rate <= heart_rate_sum / heart_rate_count;
            time_counter <= time_counter + 1;
            time_elapsed <= time_counter;
            if (time_elapsed > 0)
                speed <= total_distance / time_elapsed;
            else
                speed <= 0;
        end
    end
endmodule
module HeartRateAndStepComparator(
    input [7:0] hr_input,            
    input [7:0] previous_hr,         
    input [2:0] steps_input,         
    input [2:0] previous_steps,      
    output reg [1:0] hr_comparison,  
    output reg step_feedback         
);
    always @(*) begin
        if (hr_input > previous_hr)
            hr_comparison = 2'b01;   
        else if (hr_input < previous_hr)
            hr_comparison = 2'b10;   
        else
            hr_comparison = 2'b00;   
        if (steps_input >= previous_steps)
            step_feedback = 1;       
        else
            step_feedback = 0;       
    end
endmodule
--- run.sh ---
#!/bin/bash
# OpenROAD 26Q1-2900-gdf79404cd8, Yosys 0.63+post, stock flow scripts
make -C /OpenROAD-flow-scripts/flow DESIGN_CONFIG=/design/flow/config.mk WORK_HOME=/design/flow/orfs finish
--- config.mk ---
export PLATFORM = sky130hd
export DESIGN_NAME = LogicalAdderDataflow
export DESIGN_NICKNAME = LogicalAdderDataflow
export VERILOG_FILES = /design/flow/design.v
export SDC_FILE = /design/flow/constraint.sdc
export NUM_CORES = 4
export LEC_CHECK = 1
export CORE_AREA = 10 10 70 70
export DIE_AREA = 0 0 80 80
--- constraint.sdc ---
current_design LogicalAdderDataflow

set clk_period 1.0
set clk_io_pct 0.2

create_clock -name clk0 -period $clk_period

set non_clock_inputs [all_inputs -no_clocks]
set_input_delay [expr $clk_period * $clk_io_pct] -clock clk0 $non_clock_inputs
set_output_delay [expr $clk_period * $clk_io_pct] -clock clk0 [all_outputs]
==> summary.txt <==
impl run done, here's what came out: DIE AREA=6400 um^2, drt initial violations=4, Comb gate area=280 um^2, Initial Util=8.21%, post-synth top area share=100%, max_cap viols=0, CP Class=primary input to primary output, Final period util=93.4%, Antenna Diode Count=0, Yosys warning total=62, CP max stage delay=0.24 ns, Post-Synthesis Cell Area=280 um^2, fmax=1070 MHz, Via density=3.34, site row count=21, Synth Seq Share=0%, top cells by area=xor2_1 (100%), Hold Violations, Final=0, Crit path arrival time=0.73 ns, initial antenna violation count=0, GP Congestion=0.777, ANT nets after route=0, Area Growth Syn to Fin=278%, worst-margin pin slew=0.152 ns, Seq cells=0, Wirelength per Cell=12.8 um, RSZ-0062 raised after global routing=no, Place WS=-0.593 ns, Die Height=80 um, layout cells sized above 1=25.0%, Slew Viols, Final=0, Post-CTS Setup Inserts=0, worst hold slack=0.761 ns, post-CTS sizing=162, outcome=complete, no violations, leakage power=0.599 nW, normalized max-slew margin=89.8%, crit path max fanout=1, cell accounting for the most synthesized area=xor2_1, global-route wire length before repair=3.24 mm, IO buf count=96, synth cell count leaders=xor2_1 (32), drc violations=0, OpenROAD warning count=32, CP Launch Type=primary input, final WL=2.22 mm, Total GRT Usage=6.12%, vias in the first global route=679, hpwl dp=2.23 mm, worst hold-check path type=primary input to primary output, Pwr per Cell Area=345 nW/um^2, Vias=581, count leader, synth=xor2_1, core area=3420 um^2, Worst Setup EP=sum[19], Worst Setup SP=a[19], gr ovfl total=0, io pins=96, Mean Syn Cell Area=8.76 um^2, Unique cell types=1, Layout fillers=413, final worst slack=0.0664 ns, storage element area=0 um^2, cells in synth_stat.txt=32, maximum number of pins on one net before global-route repair=2, # hold bufs at CTS=0, Period minus WS final=0.934 ns, Crit-path slowest cell=dlygate4sd2_1, Yosys chip area=280 um^2, dpl cells=174, final-report setup violation count=0, Worst Path Required=0.80 ns, Die W=80 um, Finished Layout Cells=174, 1st-pass router iterations=2, CP endpoint kind=primary output, hold_sp=b[8], peak supply drop=100 uV, CP Cell Sequence=dlygate4sd2_1, xor2_1, buf_2, Gate Count Post-Synth=32, # clk buffers=0
## how the worst min path moves through the flow
| stage | to | slack (ns) | depth (start not counted) |
|---|---|---|---|
| after CTS | sum[8] | 0.77 | 3 |
| after global routing | sum[2] | 0.78 | 3 |
| final | sum[8] | 0.76 | 3 |
## layout by cell type (no fill, tap or decap), drive strengths merged
master,instances
buf,32
dlygate4sd2,64
xor2,32
## worst max-delay path, delay by kind of cell
kind	cells	cell delay, ns
xor+xnor	1	0.17
buf+inv	2	0.37
## layer usage
| metal | GRT usage (%) | vias up | part of all wire [%] |
|---|---|---|---|
| met5 | 0 | - | 0 |
| met4 | 0 | 0 | 0 |
| met3 | 3.41 | 0 | 15 |
| met2 | 11.6 | 43 | 53 |
| met1 | 6.00 | 250 | 32 |
| li1 | - | 288 | - |
## cell families after synthesis
logic type	share of synthesized area [%]
xor+xnor	100
## power breakdown
part           internal [mW]  switching (mW)  total [mW]  leakage [nW]
registers                  0               0           0             0
logic                  0.259           0.106       0.365         0.599
clock network              0               0           0             0
total                  0.259           0.106       0.365         0.599
## layout make-up
| type | count | share of cell area (%) |
|---|---|---|
| tap | 46 | 5.44 |
| multi-input combinational | 32 | 26.5 |
| timing repair buffer | 96 | 68.1 |
## per-stage QoR
stage	power [mW]	setup TNS, ns	cell area, um^2	utilization, %
6_report	0.365	0	1060	31.0
5_1_grt	0.412	0	1060	31.0
4_1_cts	0.380	0	1060	31.0
3_5_place_dp	0.602	-16.51	1300	38.0
3_3_place_gp	0.600	-16.28	1300	38.0
2_1_floorplan	0.0532	0	280	-
No activity file was given, so power comes from the tool's default toggle rates.
